--- ./design.v ---
module			adder(
					input	[31:0]	a,
					input	[31:0]	b,
					output	[31:0]	y
					);
	assign	y = a + b	;
endmodule
--- ./run.sh ---
#!/bin/bash
# OpenROAD 26Q1-2900-gdf79404cd8, Yosys 0.63+post, stock flow scripts
make -C /OpenROAD-flow-scripts/flow DESIGN_CONFIG=/design/flow/config.mk WORK_HOME=/design/flow/orfs finish
--- ./config.mk ---
export PLATFORM = sky130hd
export DESIGN_NAME = adder
export DESIGN_NICKNAME = adder
export VERILOG_FILES = /design/flow/design.v
export SDC_FILE = /design/flow/constraint.sdc
export NUM_CORES = 4
export LEC_CHECK = 1
export CORE_AREA = 10 10 107 107
export DIE_AREA = 0 0 117 117
--- ./constraint.sdc ---
current_design adder

set clk_period 18.1
set clk_io_pct 0.2

create_clock -name clk0 -period $clk_period

set non_clock_inputs [all_inputs -no_clocks]
set_input_delay [expr $clk_period * $clk_io_pct] -clock clk0 $non_clock_inputs
set_output_delay [expr $clk_period * $clk_io_pct] -clock clk0 [all_outputs]
==> notes.md <==
impl run done, here's what came out: Bufs and invs on worst path 2, fin crit period between 10000 and 15000 ps, Yosys Instances ~240, gpl congestion between 0.8 and 0.9, largest net degree at the start of global routing 11, pwr/cell area 38.8 nW/um^2, headroom to the max-slew limit 61.6%, XOR-XNOR Cells, Area Fraction between 10% and 20%, Seq share, synth 0%, vias in the first global route between 2000 and 2500, Total Wirelength roughly 6.4 mm, RSZ-0062 raised after global routing false, flop count 0, chip footprint 13700 sq um, register area 0 sq um, row count 35, share of cells above drive strength 1 ~3.1%, cts hold-fix bufs 0, yosys aoi share around 39%, Yosys chip area roughly 1700 sq um, Area Growth Syn to Fin 60.5%, Starting Density between 10% and 20%, CP cell instances clkdlybuf4s50_1 > ha_1 > fa_1 > a21o_1 > a31o_2 > nand3_1 > o221ai_1 > a311oi_1 > o21bai_1 > xor2_1 > clkdlybuf4s50_1, LEAKAGE roughly 1.2 nW, Post-CTS Setup Bufs 0, Critical Path Fanout Max 4, yosys adder share between 20% and 30%, Clock buffer cells 0, Unique cell types 50, Tightest Hold Check Type in -> out, Iteration-0 DRC Markers about 83, final slew viol count 0, Data arrival, critical path 6610 ps, post-layout util 30.4%, CP max stage cell clkdlybuf4s50_1, Post-Syn Area around 1700 sq um, Hold Vio Cnt, Final 0, initial antenna violation count 0, die width ~120 um, Mux area share under 10%, DRC errors left 0, Via Count about 2100, Max Freq about 98 MHz, n_diodes 0, outcome complete, no violations, Final setup viols 0, area of the core 9200 sq um, Crit path max-delay family AND-OR/OR-AND gates, Worst EP required between 10000 and 15000 ps, first drt pass iteration count 6, Crit. End Element output port, routed vias/inst about 4.9, critical path class in -> out, CP startpoint kind primary input, total number of yosys warnings 0, Port Buffer Count between 90 and 100, first-pass GRT wire length between 10 and 15 mm, Die Y approximately 120 um, Antenna Nets Post-Route 0, DP HPWL between 5 and 6 mm, worst vdd ir ~0.000015 V, number of I/O pins ~96, Resized cells post-CTS 0, Syn Inst Count 241, Critical Path Max Stage Delay roughly 500 ps, Worst-Margin Slew roughly 560 ps, TNS Setup 0 ps, cycle use final around 57%, OpenROAD warning count 32, Top non-seq family AND-OR/OR-AND gates, GRT overflow 0, Crit path top cell by count clkdlybuf4s50_1, synthesized area per cell just over 7 sq um, Simple Share, Synth 18.3%, Max Cap Viol 0, WL/cell 14.6 um, gr usage total ~9%
==> tightest hold or removal path, stage by stage <==
cell and delay (ps):
clkdlybuf4s50_1 460, ha_1 110, clkdlybuf4s50_1 460
==> power breakdown <==
part           switching, mW  total, mW  internal (mW)  leakage (nW)
logic                 0.0442      0.109         0.0645          1.18
clock network              0          0              0             0
registers                  0          0              0             0
total                 0.0442      0.109         0.0645          1.18
==> layout make-up <==
cell class	instances	area (sq um)
Fill cell	985	6400
Inverter	6	22.5
Multi-Input combinational cell	224	1680
Tap cell	111	139
Timing Repair Buffer	96	961
==> path summary, 6_finish.rpt <==
kind	startpoint	endpoint	slack, ps	cells past startpoint
setup / recovery	a[0]	y[26]	7870	11
hold / removal	b[0]	y[0]	8270	3
==> kinds of logic after synthesis <==
logic type | Yosys count
mux | 2
compound gates | 97
fa+ha+maj | 32
xor+xnor | 28
buf+inv | 17
simple gates | 65
==> metal layers <==
layer / wire [um] / vias to the layer above / GRT usage, %
li1: - / 1092 / -
met1: 2840 / 963 / 11.4
met2: 2880 / 63 / 15.1
met3: 661 / 2 / 3.04
met4: 14 / 0 / 0.247
met5: 0 / - / 0
==> cell usage in the layout (no fill, tap or decap), types with 2 or more instances in the layout <==
cell              n
a211oi_1          3
a21o_1           19
a21oi_1          29
a311oi_1          2
a31oi_1           3
clkdlybuf4s50_1  96
ha_1             31
inv_1             6
mux2i_1           2
nand2_1          18
nand2b_1          2
nand3_1          10
nand4_1           8
nor2_1           12
nor3_1            4
o211ai_1          3
o21a_1            2
o21ai_0          13
o21bai_1          4
o221ai_1          2
o311ai_1          2
or2_2             3
xnor2_1          13
xor2_1           15
==> synth_stat cells, types with 2 or more instances <==
| library cell | instances | area [sq um] |
|---|---|---|
| buf_2 | 2 | 10.0 |
| a211oi_1 | 3 | 22.5 |
| a21o_1 | 19 | 143 |
| o21ai_0 | 13 | 65.1 |
| nor2_1 | 12 | 45.0 |
| nand2b_1 | 2 | 12.5 |
| nand3_1 | 10 | 50.1 |
| a311oi_1 | 2 | 17.5 |
| o21bai_1 | 4 | 30.0 |
| mux2i_1 | 2 | 20.0 |
| ha_1 | 31 | 388 |
| o221ai_1 | 2 | 17.5 |
| clkbuf_1 | 8 | 30.0 |
| a21oi_1 | 29 | 145 |
| o21a_1 | 2 | 15.0 |
| nand2_1 | 18 | 67.6 |
| xnor2_1 | 13 | 114 |
| a31oi_1 | 3 | 18.8 |
| o211ai_1 | 3 | 22.5 |
| nand4_1 | 8 | 50.1 |
| xor2_1 | 15 | 131 |
| nor3_1 | 4 | 20.0 |
| inv_1 | 6 | 22.5 |
| or2_2 | 3 | 18.8 |
| o311ai_1 | 2 | 17.5 |
==> through the flow <==
| step | cell area (sq um) | setup slack [ps] | total power [mW] | cells | hold slack [ps] |
|---|---|---|---|---|---|
| floorplan | 1740 | 9030 | 0.0513 | 241 | 7310 |
| global placement | 2800 | 7880 | 0.109 | 437 | 8270 |
| detailed placement | 2800 | 7870 | 0.109 | 437 | 8280 |
| CTS | 2800 | 7870 | 0.110 | 437 | 8280 |
| global route | 2800 | 7700 | 0.121 | 437 | 8310 |
| finish | 2800 | 7870 | 0.109 | 437 | 8270 |
Power and IR drop assume default switching activity.
