==> flow/design.v <==
module ALU(	enable,
			clk,
			opcode,
			in0,
			in1,
			out
			);
			input  					 enable;
			input  					 clk;
			input  		  [1    : 0] opcode;
			input  signed [64-1 : 0] in0;
			input  signed [64-1 : 0] in1;
			output signed [64   : 0] out;
			reg signed [64 : 0] out;
parameter ADD = 2'b00, SUB = 2'b01, COMPARE = 2'b10;
always @(posedge clk)
begin
	if(enable)
	begin
		casex(opcode)
			ADD: 	 out <= in0 + in1;										
			SUB: 	 out <= in0 - in1;									
			COMPARE: out <= (in0 > in1) ? 1 :	((in0 == in1) ? 0 : 2);
			default: out <= 0;
		endcase
	end
end
endmodule
==> flow/run.sh <==
#!/bin/bash
# OpenROAD 26Q1-2900-gdf79404cd8, Yosys 0.63+post, stock flow scripts
make -C /OpenROAD-flow-scripts/flow DESIGN_CONFIG=/design/flow/config.mk WORK_HOME=/design/flow/orfs finish
==> flow/config.mk <==
export PLATFORM = sky130hd
export DESIGN_NAME = ALU
export DESIGN_NICKNAME = ALU
export VERILOG_FILES = /design/flow/design.v
export SDC_FILE = /design/flow/constraint.sdc
export NUM_CORES = 4
export LEC_CHECK = 1
export CORE_UTILIZATION = 30
==> flow/constraint.sdc <==
current_design ALU

set clk_period 23.4
set clk_io_pct 0.2

create_clock -name clk0 -period $clk_period [get_ports {clk}]

set non_clock_inputs [all_inputs -no_clocks]
set_input_delay [expr $clk_period * $clk_io_pct] -clock clk0 $non_clock_inputs
set_output_delay [expr $clk_period * $clk_io_pct] -clock clk0 [all_outputs]
==> summary.txt <==
fresh numbers from the pnr run: Sink Count 65, root buffer cell clkbuf_16, Setup-failing EPs final 0, Synth Register Bits 65, Ys Warns 1, Worst-Margin Slew 1.04 ns, vias in the first global route 11000, via count roughly 12000, most common cell in the netlist nor2_1, CTS tree yes, ys cells between 1000 and 1500, Max IR drop VDD ~0.000037 V, cells after synthesis approximately 1500, Max Fclk 0.113 GHz, Slew Viols, Final 0, Post-CTS Hold Buffers 0, DP Wirelength 34.5 mm, required time worst endpoint between 20 and 25 ns, Rel. slew slack 29.2%, non-filler cells, final between 2000 and 2500, antenna violation net count after detailed routing 0, YS chip area roughly 0.011 mm², area of the core approximately 0.036 mm², DRC viols 0, Die ar. approximately 0.037 mm², Area Growth Syn to Fin 23.2%, vias per inst 5.63, Sw Ratio 39.2%, FF/Latch Area between 0.0015 and 0.002 mm², Top cells by area edfxtp_1 (18%), ha_1 (15%), a21oi_1 (7.9%), post-synth top area cell edfxtp_1, die outline width 193 µm, Gate Area 0.00813 mm², Int Power between 300 and 400 µW, Clock transition at path regs ~0.070 ns, drt first pass iters 17, PD cells between 40 and 50 mW/mm², ys async rst share 0%, Largest regs out x65, setup_tns 0 ns, status completed, mapped cell area between 0.01 and 0.015 mm², post_cts resized 0, unrepaired setup endpoints after global routing no, Area leader share around 18%, die height 193 µm, H-tree depth 3, Synth Area per Inst 7.46 µm², Worst EP arrival 8.97 ns, Final Hold Violation Tally 0, IO Pins between 150 and 200, WL/cell roughly 20 µm, max-cap violation count 0, commonest cells in the netlist nor2_1 (176), a21oi_1 (173), ha_1 (128), Max clock buf depth 2, FILL cells 3750, grt total ovfl 0, P_leak 5.28 nW, clock share of power 26.4%, Buffers on Ports about 200, cts bufs inserted 9, Net Switching about 250 µW, GRT Overall Usage about 22%, max reg flops between 60 and 70, dpl cells roughly 2000, largest net degree at the start of global routing about 55, final critical-path required period between 8 and 9 ns, fraction of layout cells with a size suffix above 1 around 5.2%, placed cell areas ~0.013 mm², FP Rows slightly below 70, # Post-CTS Setup Buffers 0, Biggest register out, Core Util at FP between 30% and 40%, cycle use final a little under two fifths, Crit Path Class in -> reg, Placer Congestion between 0.9 and 1, Crit. End Element register, Logic pwr share approximately 49%, antenna violations before repair 0, final WL around 42 mm, Min-Delay Path Class in -> reg, CP Launch Type primary input, OpenROAD warnings 89, synth unique cells 105, sequential power share between 20% and 30%, Post-synth EDFFs around 65, Seq share, synth 17.8%, fin area 0.0135 mm², top_reg_cell synth edfxtp_1, crit-path max FO 11, Starting DRT DRC Count around 1000, first-pass GRT wire length ~64 mm
==> layout by cell type (no fill, tap or decap), types with 10 or more instances in the layout <==
cell type / Yosys / layout
nor2b_1: 29 / 29
nand4_1: 23 / 23
inv_1: 123 / 123
edfxtp_1: 65 / 65
a211oi_1: 16 / 16
nor2_1: 176 / 176
xnor2_1: 44 / 44
nor4_1: 24 / 24
ha_1: 128 / 128
nand3_1: 37 / 37
a31oi_1: 18 / 18
a21o_1: 19 / 19
o21bai_1: 36 / 36
o31ai_1: 28 / 28
o21a_1: 12 / 12
a21oi_1: 173 / 173
or3_1: 10 / 10
nand2_1: 84 / 84
nor3_1: 41 / 41
clkdlybuf4s50_1: 0 / 193
o211ai_1: 16 / 16
nand2b_1: 14 / 14
o21ai_0: 79 / 79
==> through the flow <==
| stage | worst slack (ns) | util, % | hold slack [ns] | total power [mW] |
|---|---|---|---|---|
| detailed placement | 14.31 | 36.9 | 5.28 | 0.458 |
| floorplan | 15.77 | - | 4.79 | 0.338 |
| CTS | 14.73 | 37.8 | 4.90 | 0.627 |
| global placement | 14.29 | 36.9 | 5.29 | 0.461 |
| finish | 14.51 | 37.8 | 4.90 | 0.626 |
| global route | 14.34 | 37.8 | 4.93 | 0.661 |
==> worst max-delay path, cell delays in order <==
cell	delay (ns)
clkdlybuf4s50_1	0.49
inv_1	0.05
ha_1	0.54
nand4_1	0.22
nor3_1	0.49
nand3_1	0.28
o22ai_1	0.51
o311ai_4	0.22
o21ai_4	0.31
nor4_4	0.11
o41ai_1	0.42
nor3_1	0.10
nor3_1	0.54
==> power by group through the flow <==
stage	Clock (mW)	Sequential, mW	Combinational [mW]
global route	0.174	0.154	0.333
finish	0.166	0.152	0.308
CTS	0.169	0.153	0.305
==> final timing paths <==
path | start | endpoint | slack [ns] | cells past startpoint
worst max-delay path | in1[29] | out[58]$_DFFE_PP_ | 14.51 | 13
worst min-delay path | opcode[1] | out[4]$_DFFE_PP_ | 4.90 | 2
==> routing by layer <==
layer / GRT usage (%) / vias to the layer above / routed length (µm) / part of all wire [%]
met2: 34.5 / 444 / 18800 / 44
li1: - / 5672 / - / -
met4: 4.47 / 0 / 922 / 2.2
met1: 34.2 / 5510 / 20300 / 48
met3: 2.88 / 42 / 2230 / 5.3
met5: 0 / - / 0 / 0
==> final cells by class <==
class                   count  share of cell area, %
well taps                 461                   4.27
clock buffers               9                   1.67
diodes                      1                 0.0185
flip-flops and latches     65                   14.4
clock inverters             7                  0.879
inverters                 132                   3.66
repair buffers            205                   14.9
multi-input cells        1193                   60.2
==> cell families after synthesis <==
kind of cell    count (synthesis)  share of synthesized area (%)
fa+ha+maj                     130                           15.0
simple gates                  491                           22.2
mux                            16                           1.60
buf+inv                       213                           8.06
xor+xnor                       48                           3.83
compound gates                508                           31.5
flops                          65                           17.8
Power and IR drop assume default switching activity.
