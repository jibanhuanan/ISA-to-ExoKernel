<file path="design/flow/config.mk">
export PLATFORM = sky130hd
export DESIGN_NAME = regfile
export DESIGN_NICKNAME = regfile
export VERILOG_FILES = /design/flow/design.v
export SDC_FILE = /design/flow/constraint.sdc
export NUM_CORES = 4
export LEC_CHECK = 1
export CORE_UTILIZATION = 30
</file>
<file path="design/flow/constraint.sdc">
current_design regfile

set clk_period 9.9
set clk_io_pct 0.2

create_clock -name clk0 -period $clk_period [get_ports {clk}]

set non_clock_inputs [all_inputs -no_clocks]
set_input_delay [expr $clk_period * $clk_io_pct] -clock clk0 $non_clock_inputs
set_output_delay [expr $clk_period * $clk_io_pct] -clock clk0 [all_outputs]
</file>
<file path="design/flow/design.v">
module			regfile	(
						input			clk	,
						input			we3	,
						input	[ 4:0]	ra1	,
						input	[ 4:0]	ra2	,
						input	[ 4:0]	wa3	,
						input	[31:0]	wd3	,
						output	[31:0]	rd1	,
						output	[31:0]	rd2
						);
	reg		[31:0]	rf[31:0]	;
	always @(posedge	clk)
		if(we3) rf[wa3] <= wd3 	;
	assign rd1 = (ra1 != 0) ? rf[ra1] : 0	;
	assign rd2 = (ra2 != 0) ? rf[ra2] : 0	;
endmodule
</file>
<file path="design/flow/run.sh">
#!/bin/bash
# OpenROAD 26Q1-2900-gdf79404cd8, Yosys 0.63+post, stock flow scripts
make -C /OpenROAD-flow-scripts/flow DESIGN_CONFIG=/design/flow/config.mk WORK_HOME=/design/flow/orfs finish
</file>
==> run_results.csv <==
group,metric,value,unit
timing,rsz0062_at_grt,"false",
timing,fmax,0.120,GHz
synth,yosys-stat-area,47000,µm²
floorplan,initCoreUtil,30.3,%
synth,numSynthFlops,1024,
worst_setup_path,cp_slowest_stage_delay,1100,ps
synth,topCellsByArea,"edfxtp_1, mux4_2, mux2i_1",
final_layout,top_register,"rf",
timing,max_slew_margin,13.6,%
global_route,grt_usage,19.8,%
final_layout,reg.largest.list,"rf x1024",
floorplan,core-area,155000,µm²
worst_setup_path,start_kind,"input pin",
detailed_routing,post_drt_wl_per_cell,31.2,µm
detailed_routing,totalWireLength,146000,µm
clock_tree,cts.sinks,1024,
detailed_routing,ant_nets,0,
clock_tree,clockRootBuffer,"clkbuf_16",
worst_setup_path,worstPathRequired,7920,ps
worst_setup_path,critPathCaptureType,"primary output",
worst_setup_path,crit_buf_inv,6,
worst_setup_path,path_cells,"buf_4, buf_4, or3_2, buf_4, nor3_4, buf_4, nor3_1, buf_4, clkdlybuf4s50_1",
floorplan,die-area,158000,µm²
worst_setup_path,cp_common_cell,"buf_4",
clock_tree,htree_levels,3,
timing,fin_crit,8330,ps
clock_tree,cts_resized,0,
synth,yosys_warnings,1,
detailed_routing,first_pass_iters,7,
clock_tree,cts_buffer_depth,3,
floorplan,io_pins,113,
final_layout,drive_gt1_share,29.3,%
synth,yosys.stat.seqShare,65.5,%
clock_tree,numCtsBuffers,103,
synth,syn-instance-count,2400,
global_route,antenna_found_initial,11,
floorplan,row_count,144,
power,ir_drop,0.151,mV
worst_setup_path,crit_arrival,6350,ps
synth,edf_count,1024,
synth,async_flop_share,0,%
place,routabilityCongestion,0.896,
place,io_buffer_count,112,
timing,tightest_slew,1290,ps
worst_setup_path,path_class,"in -> out",
power,p_per_area,173,nW/µm²
timing,finalSetupViolCount,0,
global_route,grt_max_degree,87,
global_route,globalRouteOverflowTotal,0,
place,hpwl,87800,µm
place,dp_slack,1700,ps
clock_tree,post_cts.repair.setup_buffers,0,
floorplan,die_w,398,µm
global_route,grt_pass1_wl,208000,µm
global_route,grt_pass1_vias,29500,
timing,fin_tns_setup,0,ps
final_layout,largest_register_ffs,1024,
worst_hold_path,timing.hold.worst.class,"in -> reg",
timing,setup_slack,1570,ps
power,p_leak,0.0171,µW
clock_tree,clk_pin_slew,60,ps
final_layout,area_growth_syn_to_layout,15.6,%
detailed_routing,drtIter0Drc,1658,
outcome,status,"completed",
detailed_routing,vias,26300,
run,maxCapViolCount,0,
run,warning_count,26,
floorplan,die_h,398,µm
synth,synth.cell_area,47000,µm²
clock_tree,ctsHoldBuffers,0,
worst_setup_path,cp_max_fo,32,
synth,yosysUniqueCellTypes,40,
synth,avgSynthCellArea,19.6,µm²
detailed_routing,vias_per_cell,5.61,
synth,ys.flop_type,"edfxtp_1",
synth,top_area_cell,"edfxtp_1",
timing,finalHoldViolations,0,
worst_setup_path,crit_family,"buffers and inverters",
synth,ys_cells,2400,
timing,finalCritPeriodShare,84.1,%
worst_setup_path,slowest_stage,"nor3_1",
synth,top_cell_area_share,65.5,%
detailed_routing,drcViolationCount,0,
clock_tree,tritoncts,"yes",
timing,drv_slew,0,
## kinds of logic after synthesis
logic type / after synthesis / synth area share [%]
compound gates: 331 / 5.41
simple gates: 187 / 1.94
buf+inv: 226 / 2.31
mux: 632 / 24.9
flops: 1024 / 65.5
## cells in the final DEF (no fill, tap or decap), types with 4 or more instances in the layout
master and count:
a211oi_1 47, and2_1 12, mux2_2 5, clkinvlp_4 5
buf_4 146, nor2b_1 5, nor4_1 7, mux2_1 19
a32o_1 9, edfxtp_1 1024, nor2_4 33, mux4_2 425
nor3_1 32, bufinv_16 4, nand3_1 4, clkinv_2 13
o221ai_1 31, a2111oi_1 5, clkdlybuf4s50_1 105, clkinv_1 30
a221oi_1 23, clkbuf_1 21, nand3b_1 7, mux2i_1 183
a2111oi_2 6, o22ai_1 55, inv_1 24, a2111oi_0 20
or3b_2 4, clkbuf_16 105, a211o_1 23, a22o_1 62
nand2_1 64, a21oi_1 46, buf_12 4
## report_power, final
| group | switching (µW) | leakage [µW] | internal, µW | total (µW) |
|---|---|---|---|---|
| combinational | 506 | 0.00634 | 378 | 885 |
| sequential | 20.3 | 0.00922 | 4820 | 4840 |
| clock | 1610 | 0.00150 | 2030 | 3640 |
| total | 2130 | 0.0171 | 7230 | 9370 |
## final timing paths
path,startpoint,slack [ps],to,depth (start not counted)
worst min-delay path,wd3[2],2110,rf[1][2]$_DFFE_PP_,2
worst max-delay path,ra2[1],1570,rd2[7],9
## stage by stage
stage / total power [µW] / area (µm²) / std cells / hold WS, ps / utilization [%]
2_1_floorplan: 5390 / 47000 / 2400 / 2080 / -
3_3_place_gp: 5820 / 51200 / 4503 / 2810 / 33.1
3_5_place_dp: 5820 / 51200 / 4504 / 2800 / 33.1
4_1_cts: 9420 / 54300 / 4686 / 2080 / 35.1
5_1_grt: 9640 / 54300 / 4687 / 2130 / 35.1
6_report: 9370 / 54300 / 4689 / 2110 / 35.1
## routing by layer
| layer | wire length (µm) | GRT usage, % | up-vias |
|---|---|---|---|
| met2 | 66700 | 28.9 | 1884 |
| met4 | 4190 | 4.59 | 28 |
| met1 | 45900 | 21.2 | 13400 |
| li1 | - | - | 10700 |
| met5 | 603 | 2.30 | - |
| met3 | 28800 | 17.7 | 270 |
## synth_stat cells, types with 23 or more instances
library cell	instances
clkbuf_1	104
buf_2	58
a221oi_1	23
a2111oi_0	31
a211oi_1	47
a22o_1	62
o22ai_1	55
a211o_1	23
nand2_1	65
mux4_2	425
edfxtp_1	1024
o221ai_1	31
a21oi_1	46
mux2i_1	183
nor2_1	35
inv_1	25
nor3_1	32
## layout make-up
| cell class | instances | area [µm²] |
|---|---|---|
| Fill cell | 14100 | 100000 |
| Sequential cell | 1024 | 30700 |
| Multi-Input combinational cell | 1150 | 15500 |
| Clock buffer | 126 | 2710 |
| Tap cell | 2044 | 2560 |
| Timing Repair Buffer | 261 | 2300 |
| Clock inverter | 56 | 385 |
| Inverter | 25 | 98.8 |
| Antenna cell | 3 | 7.51 |
Power figures rest on the tool's default switching activity, not on a simulated workload.
